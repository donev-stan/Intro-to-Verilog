## ./config.mk

```make
export PLATFORM = sky130hd
export DESIGN_NAME = encoder
export DESIGN_NICKNAME = encoder
export VERILOG_FILES = /design/flow/design.v
export SDC_FILE = /design/flow/constraint.sdc
export NUM_CORES = 4
export LEC_CHECK = 1
export CORE_AREA = 10 10 70 70
export DIE_AREA = 0 0 80 80
```

## ./constraint.sdc

```tcl
current_design encoder

set clk_period 1.0
set clk_io_pct 0.2

create_clock -name clk0 -period $clk_period

set non_clock_inputs [all_inputs -no_clocks]
set_input_delay [expr $clk_period * $clk_io_pct] -clock clk0 $non_clock_inputs
set_output_delay [expr $clk_period * $clk_io_pct] -clock clk0 [all_outputs]
```

## ./design.v

```verilog
module encoder #(parameter N = 3) (
  input [(1<<N)-1:0] X,
  output reg [N-1:0] Y
);
  integer i;
  always @(*) begin 
    Y = 0;
    for (i=0; i<(1<<N); i=i+1) 
      if (X[i])
        Y = i;
  end
endmodule
```

## ./run.sh

```bash
#!/bin/bash
# OpenROAD 26Q1-2900-gdf79404cd8, Yosys 0.63+post, stock flow scripts
make -C /OpenROAD-flow-scripts/flow DESIGN_CONFIG=/design/flow/config.mk WORK_HOME=/design/flow/orfs finish
```

==> out/qor_table.md <==
| Quantity | Value |
|---|---|
| Outcome | finished clean |
| Post-Synthesis Mean Instance Area | 4.50 um2 |
| End of the worst hold path | Y[0] |
| Remaining DRCs | 0 |
| Cell breakdown of the critical path | buf_2 -> nor2_4 -> nand2_1 -> dlygate4sd2_1 |
| Hold-critical path depth | 3 |
| Die Span X | 80 um |
| Via density | 1.79 |
| Highest clock frequency the design can meet | 1090 MHz |
| Slowest cell on the critical path | sky130_fd_sc_hd__dlygate4sd2_1 |
| Startpoint of the most critical hold path | X[4] |
| Antenna Violating Nets Remaining | 0 |
| Critical path required time | 800 ps |
| All-layer global routing usage | 0.0113 |
| Placeable Area | 3420 um2 |
| Final clock period utilization by the worst path | 0.921 |
| Num rows | 21 |
| Critical path's largest stage delay | 230 ps |
| Endpoints failing setup | 0 |
| Data arrival at the endpoint of the critical path | 720 ps |
| Leakage power summed over all cells | 0.0678 nW |
| Cell area after technology mapping | 45.0 um2 |
| Nature of the critical path startpoint | input port |
| WL final | 392 um |
| Family with the most delay on the worst path | buffers and inverters |
| Worst hold-check slack | 695 ps |
| Post-Route Utilization | 0.0568 |
| Via count | 122 |
| Total number of warnings across the stage logs | 33 |
| First-pass GRT wire length | 614 um |
| Overall power of the completed layout | 0.0516 mW |
| Power density relative to cell area | 266 nW/um2 |
| Levels on crit path | 4 |
| Post-synthesis instance total | 10 |
| Yosys synthesis chip area | 45.0 um2 |
| Tightest Pin Transition | 194 ps |
| Crit Path Max Fanout | 3 |
| Final GP Congestion | 0.760 |
| Fin cells | 68 |
| Reported max-cap violation count | 0 |
| Total grt overflow | 0 |
| Sum of net half-perimeters after detailed placement | 320 um |
| Final count of pins violating max slew | 0 |
| Number of port buffers | 10 |
| # clk buffers | 0 |
| Type of the worst setup path | input port to output port |
| CP Buf/Inv Count | 2 |
| Layout cells sized above 1 | 0.682 |
| Worst IR drop on VDD | 0.0212 mV |
| Detailed-routing iteration count for the pre-antenna-repair pass | 3 |
| Placed cell count | 66 |
| Antenna violations before repair | 0 |
| Area overhead of the layout relative to synthesis | 331% |
| Die footprint | 6400 um2 |
| Count of boundary I/O pins | 11 |
| Critical Path Sink Type | output port |
| Post-synth seq share | 0 |
| Y dimension of the die | 80 um |
| Number of hold violations in the final report | 0 |
| Avg WL per Cell | 5.76 um |
| Sequential cell count of the final layout | 0 |
| Effective utilization at floorplan | 0.0132 |
| Register area | 0 um2 |
| Number of global-route vias before repair | 128 |
| Total placed instance area | 203 um2 |
| Ant. Diodes | 0 |
| Hold-fix buffer count after cts | 0 |
| Total number of yosys warnings | 1 |
| Worst slew slack as a fraction of its limit | 0.870 |
| Synth unique cells | 7 |
| Worst min-delay path class | input port to output port |
| Cell total in the yosys stat output | 10 |
| Tmin final | 921 ps |
| Count of routing violations after the opening detailed-route iteration | 1 |
| Summed area of non-filler cells in the final layout | 194 um2 |
| Maximum number of pins on one net before global-route repair | 4 |
==> layout by cell type, fill, tap and decap left out <==
cell type and n:
sky130_fd_sc_hd__a21oi_2 2, sky130_fd_sc_hd__buf_2 7, sky130_fd_sc_hd__buf_4 2, sky130_fd_sc_hd__clkbuf_2 2
sky130_fd_sc_hd__clkinv_1 1, sky130_fd_sc_hd__dlygate4sd2_1 1, sky130_fd_sc_hd__inv_1 1, sky130_fd_sc_hd__nand2_1 2
sky130_fd_sc_hd__nor2_4 2, sky130_fd_sc_hd__o21ai_1 1, sky130_fd_sc_hd__o31ai_1 1
==> area by class of cell <==
cell class,instances,area [um2]
inverters,2,7.51
well taps,46,57.6
repair buffers,12,68.8
fillers,417,3220
multi-input cells,8,60.1
==> metrics by stage <==
| stage | setup slack [ps] | TNS (ps) |
|---|---|---|
| after CTS | 2.57 | 0 |
| after floorplan | 372 | 0 |
| after global placement | -647 | -1710 |
| after detailed placement | -651 | -1750 |
| final | 79.0 | 0 |
| after global routing | -1.70 | -1.70 |
==> synth_stat cells <==
library cell,instances,area (um2)
sky130_fd_sc_hd__nor2_1,2,7.51
sky130_fd_sc_hd__inv_1,1,3.75
sky130_fd_sc_hd__nand2_1,2,7.51
sky130_fd_sc_hd__o31ai_1,1,7.51
sky130_fd_sc_hd__o21ai_0,1,5.00
sky130_fd_sc_hd__a21oi_1,2,10.0
sky130_fd_sc_hd__clkinv_1,1,3.75
==> metal layers <==
metal  global-route usage  vias up  share of wire
li1                     -       59              -
met1               0.0165       55           0.48
met2               0.0161        8           0.38
met3              0.00455        0           0.14
met4                    0        0              0
met5                    0        -              0
==> logic make-up after synthesis <==
group	synth area share
buffers and inverters	0.167
and+or+nand+nor	0.333
AOI/OAI and AO/OA	0.500
==> repair_timing <==
action,CTS,global route
pin swaps,4,2
resized,30,10
setup buffers,3,0
endpoints found under the setup margin,3,3
==> how the worst max path moves through the flow <==
stage	slack, ps	start	end
CTS	3	X[1]	Y[0]
global route	-2	X[2]	Y[0]
finish	80	X[6]	Y[2]
==> where the power goes <==
part           internal (mW)  switching (mW)  total (mW)
clock network              0               0           0
registers                  0               0           0
logic                 0.0276          0.0241      0.0516
total                 0.0276          0.0241      0.0516
Power is estimated from default activity; no workload was simulated.
